<file path="design/flow/design.v">
module BUFFER(
    clk,
    rst_n,
    cen,
    wen,  
    addr,
    wdata,
    rdata
);
parameter ADDR_WIDTH = 16;
parameter DATA_WIDTH = 16;
integer i;
input wire clk;
input wire rst_n;
input wire cen;
input wire wen;
input wire [ADDR_WIDTH-1:0]addr;
input wire [DATA_WIDTH-1:0]wdata;
output reg [DATA_WIDTH-1:0]rdata;
reg [DATA_WIDTH-1:0] mem_data [ADDR_WIDTH-1:0];
always@(posedge clk or negedge rst_n)begin
    if(~rst_n)begin
        for (i=0; i<ADDR_WIDTH; i=i+1)begin
            mem_data[i] <= {DATA_WIDTH{1'b0}};
        end
    end
    else if(cen) begin
        if(wen)begin
            mem_data[addr] <= wdata;
        end
        else begin
            rdata = mem_data[addr];
        end
    end
end
endmodule
</file>
<file path="design/flow/run.sh">
#!/bin/bash
# OpenROAD 26Q1-2900-gdf79404cd8, Yosys 0.63+post, stock flow scripts
make -C /OpenROAD-flow-scripts/flow DESIGN_CONFIG=/design/flow/config.mk WORK_HOME=/design/flow/orfs finish
</file>
<file path="design/flow/config.mk">
export PLATFORM = sky130hd
export DESIGN_NAME = BUFFER
export DESIGN_NICKNAME = BUFFER
export VERILOG_FILES = /design/flow/design.v
export SDC_FILE = /design/flow/constraint.sdc
export NUM_CORES = 4
export LEC_CHECK = 1
export CORE_UTILIZATION = 30
</file>
<file path="design/flow/constraint.sdc">
current_design BUFFER

set clk_period 2.6
set clk_io_pct 0.2

create_clock -name clk0 -period $clk_period [get_ports {clk}]

set non_clock_inputs [all_inputs -no_clocks]
set_input_delay [expr $clk_period * $clk_io_pct] -clock clk0 $non_clock_inputs
set_output_delay [expr $clk_period * $clk_io_pct] -clock clk0 [all_outputs]
</file>
==> qor.yml <==
drtIter0Drc: 395
synth_area_mm2: 0.0123
place_congestion: 0.835
tightest_slew_ps: 904
num_antenna_cells: 0
areaGrowthSynthToFinish_pct: 21.4
row_count: 73
slew-limit-headroom_pct: 39.5
fin_crit_sh_pct: 89.8
synth_top_flop_cell: "dfrtp_1"
route.vias.total: 8121
critPathLaunch: "addr[1]"
clock_sinks: 272
ys_ff: 272
p_leak_nw: 6.39
port_buffers: 39
wl_per_cell_um: 21.1
period_minus_slack_ps: 2330
dr.pass1.iters: 5
ant_nets: 0
total_power_w: 0.0111
drt_drc_violations_left: 0
ir_worst_vdd_v: 0.000415
end_kind: "flop"
die-area_mm2: 0.0419
first_global_vias: 8395
root_buffer: "clkbuf_16"
yosys.cell_types.count: 39
edf_count: 16
postSynthSeqShare_pct: 55.9
yosys_cells: 915
place_area_mm2: 0.0140
hold_path_class: "in2async"
maxCapViolCount: 0
io_pins: 52
rr_startpoint: "mem_data[2][15]"
cpMaxStageDelayCell: "o311ai_0"
yosysWarnings: 2
start_kind: "primary input"
die_y_um: 205
hold_violations: 0
cellPowerDensity_mw_per_mm2: 745
critPathRequiredTime_ps: 3010
via_per_inst: 5.21
clk_latency_ps: 550
crit_buf_inv: 5
async_reset_ff_share_pct: 94.1
setup_viol: 0
antenna_found_initial: 0
die_w_um: 205
reg2reg_slack_ps: 840
ff2ff_path_depth: 5
drive_gt1_share_pct: 41.8
grt.total_usage_pct: 16.7
path_clk_slew_ps: 60
crit_chain: "clkdlybuf4s50_1, buf_12, nor2b_1, buf_4, buf_12, a22oi_1, a21o_1, o311ai_0, buf_4"
status: "finished, final reports clean"
cts_tree: "yes"
core-area_mm2: 0.0401
dp_hpwl_um: 21800
max_freq_mhz: 428
path_class: "in2reg"
rsz0062_at_grt: "false"
final_core_util_pct: 37.3
path_delay_family: "buffers and inverters"
grt_pass1_wl_um: 51100
r2r-end: "rdata[15]"
warning_count: 39
clock_path_buffers: 3
cts_made_buffers: 29
cts_max_level: 1
yosys_area_mm2: 0.0123
post-route-worst-setup-slack_ps: 266
cp.arrival_ps: 2750
synth_cells: 915
crit_path_max_fanout: 17
slowest_delay_ps: 560
wl_um: 33000
grt_max_degree: 111
fp_util_pct: 30.7
skew_ps: 9.17
grt_overflow: 0
final_area_mm2: 0.0150
synth_area_per_cell_um2: 13.5
place_ws_ps: -219
maxSlewViolCount: 0
[placed cells by master (no fill, tap or decap), drive strengths merged, types with 10 or more instances in the layout]
cell / Yosys / final
a211oi: 11 / 11
clkbuf: 43 / 44
nand2: 29 / 29
dfrtp: 256 / 256
a22oi: 56 / 56
mux2: 267 / 267
edfxtp: 16 / 16
o21ai: 18 / 18
buf: 35 / 107
nor2b: 10 / 10
o221ai: 10 / 10
a21oi: 23 / 23
clkdlybuf4s50: 0 / 36
a221oi: 13 / 13
nor2: 36 / 36
a22o: 18 / 18
[flip-flops by register name, summed over array words and instances, names as in the netlist]
name,cells
mem_data,256
rdata,16
[worst reg2reg max path: stages (launching register included)]
cell,delay [ps]
dfrtp_1,380
a22o_1,210
a2111oi_0,370
a21o_1,140
o311ai_0,220
buf_4,200
[Yosys cell counts, types with 8 or more instances]
master	number	share of area [%]
mux2_2	257	23
dfrtp_1	256	52
a22oi_1	56	3.4
clkbuf_1	43	1.3
nand2_1	29	0.88
nor2_1	26	0.79
a21oi_1	23	0.93
a22o_1	18	1.3
o21ai_0	18	0.73
edfxtp_1	16	3.9
buf_2	15	0.61
buf_4	14	0.85
a221oi_1	13	0.92
a211oi_1	11	0.67
mux2_4	10	1.2
nor2b_1	10	0.51
o221ai_1	10	0.71
mux2i_1	9	0.73
nor2_2	9	0.46
o22a_1	9	0.64
o32a_1	9	0.73
o22ai_1	8	0.41
[logic make-up (layout without fill, tap and decap cells)]
| group | count (synthesis) | after routing | share of synthesized area [%] |
|---|---|---|---|
| mux | 276 | 276 | 25.4 |
| flops | 272 | 272 | 55.9 |
| compound gates | 188 | 188 | 11.4 |
| simple gates | 99 | 99 | 3.95 |
| buf+inv | 80 | 200 | 3.33 |
[cell type report]
class	instances	area, um^2
sequential	272	6890
clock buffer	44	842
timing repair buffer	144	1410
tap	525	657
multi-input combinational	563	5040
clock inverter	10	106
inverter	2	7.51
fill	3711	25100
[metrics by stage]
step	std cells	TNS (ps)	hold WS [ps]
5_1_grt	1560	0	451
6_report	1560	0	423
3_5_place_dp	1505	-8350	378
4_1_cts	1560	0	429
3_3_place_gp	1505	-7100	379
2_1_floorplan	915	0	224
[where the power goes]
group | total [W] | switching, W | internal, W
sequential | 0.00543 | 0.000377 | 0.00506
combinational | 0.00162 | 0.000680 | 0.000944
clock | 0.00408 | 0.00166 | 0.00242
[how the worst max path moves through the flow]
stage	endpoint	slack (ps)	cells past startpoint
after CTS	rdata[15]	340	9
after global routing	rdata[15]	130	9
final	rdata[15]	270	9
[per-layer routing]
metal  routed length (um)  GRT usage, %  share of wire, %
met2                14700          24.6                45
met3                 2280          4.43               6.9
met5                    0             0                 0
met4                  741          3.14               2.2
met1                15200          25.7                46
[what timing repair did]
| item | CTS | global route |
|---|---|---|
| hold buffers | 1 | 0 |
| buffers inserted | 0 | 0 |
| gates resized | 0 | 0 |
| hold endpoints to repair | 19 | 0 |
Power and IR drop assume default switching activity.
